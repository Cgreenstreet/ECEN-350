===== design.v =====
module alu(
    output  [63:0] busW,
    output         zero,
    input      [63:0] busA,
    input      [63:0] busB,
    input      [3:0]  ctrl
);
wire [63:0] subresults [15:0];
assign busW = subresults[ctrl];
assign subresults[4'b0000   ] = busA & busB;
assign subresults[4'b0001   ] = busA | busB;
assign subresults[4'b0010   ] = busA + busB;
assign subresults[4'b0110   ] = busA - busB;
assign subresults[4'b0111 ] = busB;
assign zero = (busW ? 1'b0 : 1'b1);
endmodule

===== run.sh =====
#!/bin/bash
# OpenROAD 26Q1-2900-gdf79404cd8, Yosys 0.63+post, stock flow scripts
make -C /OpenROAD-flow-scripts/flow DESIGN_CONFIG=/design/flow/config.mk WORK_HOME=/design/flow/orfs finish

===== config.mk =====
export PLATFORM = sky130hd
export DESIGN_NAME = alu
export DESIGN_NICKNAME = alu
export VERILOG_FILES = /design/flow/design.v
export SDC_FILE = /design/flow/constraint.sdc
export NUM_CORES = 4
export LEC_CHECK = 1
export CORE_UTILIZATION = 40

===== constraint.sdc =====
current_design alu

set clk_period 28.1
set clk_io_pct 0.2

create_clock -name clk0 -period $clk_period

set non_clock_inputs [all_inputs -no_clocks]
set_input_delay [expr $clk_period * $clk_io_pct] -clock clk0 $non_clock_inputs
set_output_delay [expr $clk_period * $clk_io_pct] -clock clk0 [all_outputs]

==> reports/results.ini <==
[floorplan]
ios = 197
die_h_um = 140
coreArea_um2 = 18700
chipArea_um2 = 19700
die_x_um = 140
rows = 50
fp-utilization_pct = 40.8

[flow_run]
warnings = 34
maxCapViolations = 0

[synth]
synth_top_area_share_pct = 10.8
synthDistinctLibCells = 78
syn_inst = 1229
synth_seq_share_pct = 0
ys_warn_count = 705
synth_area_leader_cell = ha_1
syn_area_um2 = 7640
synth.most_common_cell = nand2_1
synthTopCellsByCount = nand2_1 (200), o21ai_0 (103), a21oi_1 (95)
topCellsByArea = ha_1 (11%), nand2_1 (9.8%), xor2_1 (6.9%)
yosys_cells = 1229
avgSynthCellArea_um2 = 6.22
synth_chip_area_um2 = 7640

[drt]
dr.pass1.iters = 5
avgRoutedWirePerCell_um = 22.4
vias = 10193
num_antenna_cells = 0
wirelength_um = 35600
drcViolationCount = 0
ant_nets = 0
initialDrtViolationCount = 885
via_per_inst = 6.41

[finish]
drive_gt1_share_pct = 3.69
synthToLayoutAreaGrowth_pct = 26.7
flop_area_um2 = 0
final_cell_area_um2 = 9680
flop-count = 0
n_clock_buffer = 0

[sta]
slew_violations = 0
setup-tns-final_ns = 0
relSlewSlack_pct = 37.7
hold_violations = 0
setup_violations = 0
hold_ws_ns = 12.34
max_slew.worst_pin.slew_ns = 0.927
fmax_mhz = 52.0
timing.final.crit_share_pct = 68.4
fin_crit_ns = 19.22
rsz0062_at_grt = no
fin_ws_ns = 8.88

[setup_path]
startpoint_type = primary input
crit_fanout = 9
crit_type = primary input to output port
crit_start = busB[0]
end_kind = output port
cp_data_arrival_time_ns = 13.60
cp.required_ns = 22.48

[power]
switching_share_pct = 57.1
power_uw = 227
p_sw_uw = 130
p_int_uw = 97.6
peakVddDrop_mv = 0.0101
p_seq_share_pct = 0
leakage_nw = 3.90
p_per_area_nw_per_um2 = 23.5
pwr-share-comb_pct = 100.0
clkPwrFrac_pct = 0

[worst_hold_path]
hold_class = primary input to output port
min-delay-start = busA[1]

[place]
place_area_um2 = 9680
place_ws_ns = 9.09
port_buffers = 197
dp.final_hpwl_um = 28800
place.gp.congestion = 1.02

[grt]
track_usage_pct = 35.8
grt_pass1_vias = 9350
overflow = 0
grt_antenna_before_repair = 0
grt_max_degree = 57
grt_pass1_wl_um = 54400

[clocking]
ctsHoldBuffers = 0
post_cts_buffers = 0
cts.repair.resized = 0

[run_status]
status = completed

## layout make-up
class	count	area (um2)
tap	234	293
inverter	28	105
timing repair buffer	212	2080
fill	1945	9030
multi-input combinational	1116	7190
## layout by cell type, fill, tap and decap left out, types with 23 or more instances in the layout
| master | synthesis | layout |
|---|---|---|
| inv_1 | 28 | 28 |
| o21ai_0 | 103 | 103 |
| nand3_1 | 27 | 27 |
| ha_1 | 66 | 66 |
| a22oi_1 | 39 | 39 |
| clkdlybuf4s50_1 | 0 | 197 |
| xnor2_1 | 51 | 51 |
| nand4_1 | 32 | 32 |
| nor2_1 | 91 | 91 |
| nand2_1 | 200 | 200 |
| a21o_1 | 23 | 23 |
| a21oi_1 | 95 | 95 |
| nor3_1 | 26 | 26 |
| xor2_1 | 60 | 60 |
## worst max-delay path, stage by stage
cell	delay, ns
clkdlybuf4s50_1	0.49
inv_1	0.12
ha_1	0.19
nor2b_1	0.22
nand2_1	0.10
nor3_1	0.30
nand3_1	0.19
nor4_1	0.24
buf_4	0.22
nand2_1	0.12
nor3_1	0.75
a31oi_1	0.38
a21oi_1	0.25
xor2_1	0.19
ha_1	0.37
a21oi_1	0.32
o21ai_0	0.15
a221oi_1	0.43
o221ai_1	0.17
a311oi_1	0.40
xor2_1	0.17
o21ai_0	0.11
a2111oi_0	0.40
nand4_1	0.16
nor4_1	0.53
and4b_1	0.28
nor4b_4	0.23
clkdlybuf4s50_1	0.51
## worst paths after layout
path,end,slack [ns],depth (start not counted)
setup / recovery,zero,8.88,28
hold / removal,busW[1],12.34,4
## cells by family after synthesis
| logic type | count (synthesis) | synth area share [%] |
|---|---|---|
| AND/OR/NAND/NOR | 485 | 30.6 |
| AND-OR/OR-AND | 447 | 38.7 |
| buffers and inverters | 113 | 6.18 |
| XOR/XNOR | 111 | 12.7 |
| adder cells (fa/ha/maj) | 67 | 11.1 |
| multiplexers | 6 | 0.803 |
## metrics by stage
step	instances	util [%]
6_report	1590	51.7
5_1_grt	1590	51.7
4_1_cts	1590	51.7
3_5_place_dp	1590	51.7
3_3_place_gp	1590	51.7
2_1_floorplan	1229	-
## power groups by stage
stage | registers [mW] | logic (mW) | clock network, mW
4_1_cts | 0 | 0.223 | 0
5_1_grt | 0 | 0.246 | 0
6_report | 0 | 0.227 | 0
## metal layers
layer,GRT usage (%),share of wire (%)
met4,7.75,2.3
met3,2.72,7.6
met1,51.0,45
met5,0,0
met2,59.2,45
Power and IR drop assume default switching activity.
