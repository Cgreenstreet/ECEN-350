<file path="flow/run.sh">
#!/bin/bash
# OpenROAD 26Q1-2900-gdf79404cd8, Yosys 0.63+post, stock flow scripts
make -C /OpenROAD-flow-scripts/flow DESIGN_CONFIG=/design/flow/config.mk WORK_HOME=/design/flow/orfs finish
</file>
<file path="flow/design.v">
module NextPCLogic(
    output reg [63:0] NextPC,
    input      [63:0] CurrentPC,
    input      [63:0] SignExtImm64,
    input            Branch,
    input            ALUZero,
    input            Uncondbranch
);
always @(*)
begin
    if ((Uncondbranch) || (Branch && ALUZero))
          NextPC = (CurrentPC + (SignExtImm64 << 2));
    else 
          NextPC = CurrentPC + 4;
end
endmodule
</file>
<file path="flow/constraint.sdc">
current_design NextPCLogic

set clk_period 34.2
set clk_io_pct 0.2

create_clock -name clk0 -period $clk_period

set non_clock_inputs [all_inputs -no_clocks]
set_input_delay [expr $clk_period * $clk_io_pct] -clock clk0 $non_clock_inputs
set_output_delay [expr $clk_period * $clk_io_pct] -clock clk0 [all_outputs]
</file>
<file path="flow/config.mk">
export PLATFORM = sky130hd
export DESIGN_NAME = NextPCLogic
export DESIGN_NICKNAME = NextPCLogic
export VERILOG_FILES = /design/flow/design.v
export SDC_FILE = /design/flow/constraint.sdc
export NUM_CORES = 4
export LEC_CHECK = 1
export CORE_UTILIZATION = 30
</file>
==> summary.txt <==
cells traversed along the worst timing path = clkdlybuf4s50_1, a21oi_4, buf_4, or2_2, ha_1, inv_1, fa_1, and2b_1, o211ai_1, a211o_1, a211oi_1, o2111a_1, nor3_1, o41ai_1, nor3b_1, a31oi_1, xnor2_1, clkdlybuf4s50_1
post-placement worst setup slack = 15.08 ns
cells after synthesis = 595
Cell Count, Final, Fillers Out = 927
Layout area overhead = 48.6%
number of warnings issued by yosys = 1
worst hold start = CurrentPC[0]
element type at the critical path end = output port
outcome = complete, no violations
number of hold buffers added after CTS = 0
share of the clock period used by the worst path = 55.9%
Hold Path Stages = 0
total cell area reported by yosys after synthesis = 0.00410 mm^2
floorplan core density = 30.8%
worst endpoint required time = 27.36 ns
final worst path period need = 19.11 ns
number of global-route vias before repair = 4454
post-CTS setup repair buffer count = 0
Most Frequent Cell on Critical Path = sky130_fd_sc_hd__clkdlybuf4s50_1
post-detailed-routing wire length = 13300 um
max-cap violations = 0
Critical Path AT = 12.27 ns
Die Footprint = 0.0141 mm^2
leakage power of the design = 2.71 nW
per-cell routed wire length = 14.4 um
row cnt = 42
setup slack after layout = 15.09 ns
residual antenna-violating net count after detailed routing = 0
Die Height = 119 um
highest-count cells in the layout ignoring fill and taps = 189 x sky130_fd_sc_hd__clkdlybuf4s50_1, 66 x sky130_fd_sc_hd__nor2b_1, 61 x sky130_fd_sc_hd__ha_1, 54 x sky130_fd_sc_hd__a21oi_1, 50 x sky130_fd_sc_hd__a21o_1
number of filler cells placed in the layout = 1361
share of post-route cells with drive strength above 1 = 2.40%
ys cells = 595
first-pass GRT wire length = 21700 um
Startpoint Class = input port
post-cts sizing count = 0
Multi-input gate area = 0.00392 mm^2
final setup vio count = 0
worst-margin pin slew = 0.651 ns
Routability Congestion = 0.887
worst hold path class = in -> out
Tot GR Track Use = 18.4%
setup TNS = 0 ns
Diodes inserted = 0
clock buffer count in the final layout = 0
Commonest Layout Cell = sky130_fd_sc_hd__clkdlybuf4s50_1
combined area of all synthesized cells = 0.00410 mm^2
Worst Hold Endpoint = NextPC[0]
max-slew headroom at the worst pin = 56.1%
CP Buf/Inv Count = 4
Final Cell Area = 0.00609 mm^2
Power Density = 20.9 mW/mm^2
core area = 0.0133 mm^2
worst voltage drop across the vdd grid = 0.00927 mV
initial antenna violation count = 0
total of buffers placed on input and output ports = 189
tally of unique sky130hd cells used after synthesis = 57
final max-slew violation count = 0
CP max stage cell = sky130_fd_sc_hd__o41ai_1
pin count of the biggest net entering global routing = 63
detailed placer's ending HPWL = 11400 um
Syn Area/Cell = 6.89 um^2
critical path class = in -> out
Reg area = 0 um^2
worst-path maximum fanout = 62
final number of hold-violating endpoints = 0
delay of the slowest critical-path stage = 0.62 ns
stage-log warning count = 34
cell count after placement = 927
Max Clk Rate = 52.3 MHz
count of sequential standard cells = 0
vias per cell = 5.15
Synth Seq Share = 0%
number of iterations in the first detailed-routing pass = 4
count of pins on the block boundary = 195
kind of cell adding the most delay to the critical path = AND-OR/OR-AND gates
Residual DRC = 0
total power draw = 127 uW
width of the die = 119 um
setup repair after global routing missed its margin = no
vias after detailed routing = 4771
global-route congestion overflow total = 0
placed inst area = 0.00609 mm^2
DRC marker count from the first detailed-route iteration = 270
## cells in the mapped netlist (12+ instances only)
cell | count | area (um^2)
sky130_fd_sc_hd__a21o_1 | 50 | 375
sky130_fd_sc_hd__clkbuf_1 | 28 | 105
sky130_fd_sc_hd__xor2_1 | 19 | 166
sky130_fd_sc_hd__nor2b_1 | 66 | 413
sky130_fd_sc_hd__nand4_1 | 20 | 125
sky130_fd_sc_hd__o21bai_1 | 12 | 90.1
sky130_fd_sc_hd__nand2_1 | 43 | 161
sky130_fd_sc_hd__inv_1 | 15 | 56.3
sky130_fd_sc_hd__ha_1 | 61 | 763
sky130_fd_sc_hd__nor3_1 | 12 | 60.1
sky130_fd_sc_hd__a21oi_1 | 55 | 275
sky130_fd_sc_hd__xnor2_1 | 39 | 342
sky130_fd_sc_hd__nor2_1 | 34 | 128
sky130_fd_sc_hd__nand3_1 | 13 | 65.1
sky130_fd_sc_hd__o21ai_0 | 29 | 145
## final cells by class
cell class / count / area share [%]
Multi-Input combinational cell: 546 / 64.3
Timing Repair Buffer: 190 / 31.2
Tap cell: 176 / 3.62
Inverter: 15 / 0.924
## report_power, final
| group | switching [mW] | internal [mW] | leakage, nW | total (mW) |
|---|---|---|---|---|
| Sequential | 0 | 0 | 0 | 0 |
| Clock | 0 | 0 | 0 | 0 |
| Combinational | 0.0535 | 0.0737 | 2.71 | 0.127 |
## per-stage QoR
step / hold slack (ns) / util (%)
2_1_floorplan: 13.75 / -
3_3_place_gp: 13.68 / 45.8
6_report: 13.68 / 45.8
5_1_grt: 13.68 / 45.8
4_1_cts: 13.68 / 45.8
3_5_place_dp: 13.68 / 45.8
## layer usage
metal | global-route usage, % | up-vias | share of wire [%]
met2 | 30.3 | 152 | 45
met3 | 1.22 | 4 | 5.3
met5 | 0 | - | 0
li1 | - | 2487 | -
met1 | 27.7 | 2128 | 50
met4 | 0.712 | 0 | 0.39
## how the worst max path moves through the flow
stage	start	to	slack, ns	depth (start not counted)
after CTS	Branch	NextPC[60]	15.03	18
after global routing	Branch	NextPC[60]	14.56	18
final	Branch	NextPC[60]	15.09	18
## cells by family after synthesis
group | count (synthesis) | synth area share, %
simple gates | 225 | 29.5
compound gates | 201 | 34.2
fa+ha+maj | 62 | 19.1
xor+xnor | 58 | 12.4
buf+inv | 49 | 4.79
Power is estimated from default activity; no workload was simulated.
