--- flow/design.v ---
module RegisterFile(BusA, BusB, BusW, RA, RB, RW, RegWr, Clk);
	output [63:0] BusA;
	output [63:0] BusB;
	input [63:0] BusW;
	input [4:0] RA;
	input [4:0] RB;
	input [4:0] RW;
	input RegWr;
	input Clk;
	reg [63:0] register [31:0];  
	always@(negedge Clk) begin
	if(RegWr)begin
		if(RW != 31)begin
			register[RW] <= BusW;
		end
	end
	end
	assign BusA = (RA==31)?0:register[RA];  
	assign BusB = (RB==31)?0:register[RB]; 
endmodule
--- flow/run.sh ---
#!/bin/bash
# OpenROAD 26Q1-2900-gdf79404cd8, Yosys 0.63+post, stock flow scripts
make -C /OpenROAD-flow-scripts/flow DESIGN_CONFIG=/design/flow/config.mk WORK_HOME=/design/flow/orfs finish
--- flow/config.mk ---
export PLATFORM = sky130hd
export DESIGN_NAME = RegisterFile
export DESIGN_NICKNAME = RegisterFile
export VERILOG_FILES = /design/flow/design.v
export SDC_FILE = /design/flow/constraint.sdc
export NUM_CORES = 4
export LEC_CHECK = 1
export CORE_UTILIZATION = 30
--- flow/constraint.sdc ---
current_design RegisterFile

set clk_period 17.9
set clk_io_pct 0.2

create_clock -name clk0 -period $clk_period [get_ports {Clk}]

set non_clock_inputs [all_inputs -no_clocks]
set_input_delay [expr $clk_period * $clk_io_pct] -clock clk0 $non_clock_inputs
set_output_delay [expr $clk_period * $clk_io_pct] -clock clk0 [all_outputs]
==> results.txt <==
Summary of the current implementation state.

- Looking at the clock tree report, the H-tree level count equals 4.
- The starting DRC count in detailed routing is 3287, for reference.
- The end-of-flow core utilization is 0.377, for reference.
- TritonCTS built the clock tree.
- The fraction of final layout cells sized beyond drive strength 1 is 0.225, for reference.
- According to the report, the first pass of detailed routing completed in 6 iterations.
- The worst supply voltage drop on vdd is 0.0855 mV, for reference.
- The final hold violation count recorded for this run is 0.
- The flow ran to the end, and the final reports show no timing, DRC or antenna violations.
- The fraction of synthesized cell area taken by the top area cell type is 0.655, for reference.
- The register with the most flip-flops in the layout has 2048 of them.
- In this design, the stage delay of the slowest critical-path cell is 860 ps.
- The worst slack after detailed placement is 2220 ps, for reference.
- Once synthesis finished, the tally of register bits stood at 2048.
- Per the finish-stage timing summary, setup violations number 0.
- After synthesis, the design contains 4609 cells according to Yosys.
- The startpoint of the worst hold path is RB[2], for reference.
- The critical-path cell with the highest stage delay is sky130_fd_sc_hd__a2111oi_2, for reference.
- Setup repair after global routing left no endpoint under its margin.
- Among the stages of the critical path, the cell type that occurs most often is sky130_fd_sc_hd__mux4_2.
- Summing all flip-flop and latch instances after layout gives 61500 um2.
- met3 track demand over resource after global routing is 0.185.
- In the post-synthesis netlist, the biggest area contributors are sky130_fd_sc_hd__edfxtp_1 (66%), sky130_fd_sc_hd__mux4_2 (23%), sky130_fd_sc_hd__mux2i_1 (4.0%), sky130_fd_sc_hd__a22oi_1 (1.0%), sky130_fd_sc_hd__o22ai_1 (0.77%).
- The area growth from synthesis to layout is 25.0%, for reference.
- The effective utilization at floorplan is 0.301, for reference.
- The transition time at the pin with the least slew margin is 984 ps, for reference.
- In this run the remaining antenna-violating nets after routing total 0.
- The floorplan step set the die height to 561 um.
- The full die area is 315000 um2, for reference.
- The synthesis report lists the Yosys warning total as 1.
- Once the clock tree was built, the resizer swapped 0 gates to a different size.
- The via count of the first global-routing pass came to 68700.
- The number of CTS-inserted buffers is 222, for reference.
- Averaged over all synthesized cells, the footprint is 20.4 um2.
- The total cell area at the placement stage is 102000 um2, for reference.
- Per STA, the worst path is made up of mux4_2 > mux4_2 > nor2_1 > a2111oi_2 > buf_4 > clkdlybuf4s50_1.
- The most crowded layer after global routing is met2, for reference.
- 209 I/O pins were placed.
- Looking at the clock tree report, the root buffer type is sky130_fd_sc_hd__clkbuf_16.
- The final wirelength is 307000 um, for reference.
- The placeable core region is 312000 um2, for reference.
- Max-cap violations in this run came to 0.
- For this design, the CTS-stage hold fixing added 0 buffers.
- The critical path in this run is classified as reg2out.
- The area occupied by multi-input gates is 31000 um2, for reference.
- After detailed routing, the average wire length per cell comes to 27.0 um.
- STA classifies the critical path endpoint as an output pin.
- Summing every instance area after synthesis gives 93900 um2.
- The final hold slack is 8340 ps, for reference.
- The final routed DRC violation total is 0, for reference.
- Together, buffers and inverters on the worst path number 2.
- In the synthesis report, Yosys lists the chip area as 93900 um2.
- Summed over all failing endpoints, the final setup total negative slack is 0 ps.
- The total number of clock tree sinks is 2048, for reference.
- The worst min-delay path class is in2out, for reference.
- The family of cells with the greatest summed delay on the critical path is AND-OR/OR-AND gates, for reference.
- Of the synthesized area, sequential elements account for 0.655.
- The global route stage reports its total congestion overflow as 0.
- The maximum buffer depth of the clock tree is 3, for reference.
- Per the placement report, the placed cell count is 8894.
- Routing resource usage on met1 recorded by global route was 0.213.
- The largest registers in the layout are register (2048).
- The final standard cell area without fillers is 117000 um2, for reference.
- In this run the power density over the cells is 111 nW/um2.
- The register bank with the most flops is register, for reference.
- On met2, the global router reports a usage of 0.300.
- The commonest cells after synthesis are sky130_fd_sc_hd__edfxtp_1 (2048), sky130_fd_sc_hd__mux4_2 (945), sky130_fd_sc_hd__mux2i_1 (374), sky130_fd_sc_hd__clkbuf_1 (172), sky130_fd_sc_hd__nand2_1 (151).
- The wire length of the first global-routing pass is 439000 um, for reference.
- STA puts the critical path data arrival time at 12320 ps.
- The congestion estimate from routability-driven global placement came to 0.851.
- Per the repair_timing log after CTS, setup buffers inserted total 0.
- The top cell type by total area after synthesis is sky130_fd_sc_hd__edfxtp_1, for reference.
- The count of fill cells added during filler insertion is 28000, for reference.
- The number of antenna violations at the first check in global routing came to 13.
- The overall routing resource usage is 0.211, for reference.
- Sorting the synthesis cell report by count puts at the top sky130_fd_sc_hd__edfxtp_1.
- In this run the tools logged warnings totalling 1027.
- The maximum number of pins on one net before global-route repair is 76, for reference.
- Pins over their slew limit in the final report were tallied at 0.
- Synthesis instantiated 47 different standard cells from the library.
- The die is 561 um wide.
- The synthesized design contains 2048 enable-type register cells.
- The prevailing post-synth register cell is sky130_fd_sc_hd__edfxtp_1, for reference.
- Leaving out filler cells and counting taps, the final layout contains 11400.
- The report lists the number of standard-cell rows as 205.
- Max fanout on the critical path was recorded as 2.
- For this run, asynchronously set or reset flops after synthesis account for 0.
- The routed design shows a via density per instance of 5.16.
- The clock transition time at the flip-flop clock pins of the worst setup and hold paths is 30 ps, for reference.
- The number of standard cells after synthesis is 4609, for reference.
- Power comes to 13.0 mW.
- The worst-case max-slew headroom was logged as 0.343.
- At the worst endpoint, the required time is 14320 ps.
- The origin of the worst setup path is register[29][12], for reference.
- The static leakage is 45.8 nW, for reference.
- The number of vias after detailed routing is 58600, for reference.
- Port buffering added 208 buffers.
- The worst setup path is launched from a flip-flop.
- The final setup slack of the worst path is 2000 ps, for reference.
- According to the dpl log, the detail-placed design has an HPWL of 173000 um.
-- worst min-delay path, cell delays in order --
cell	delay [ps]
sky130_fd_sc_hd__buf_4	170
sky130_fd_sc_hd__inv_8	150
sky130_fd_sc_hd__a21o_1	320
sky130_fd_sc_hd__clkdlybuf4s50_1	440
-- power breakdown --
part | total (mW) | internal (mW) | switching (mW) | leakage (nW)
registers | 5.42 | 5.39 | 0.0268 | 18.5
logic | 0.990 | 0.420 | 0.570 | 12.6
clock network | 6.57 | 3.53 | 3.04 | 14.8
total | 13.0 | 9.34 | 3.64 | 45.8
-- cell families (layout without fill, tap and decap cells) --
group	after synthesis	in the layout	share of synthesized area
other	1	69	0.0000400
flip-flops	2048	2048	0.655
AND-OR/OR-AND	549	549	0.0415
buffers and inverters	374	2916	0.0204
AND/OR/NAND/NOR	310	310	0.0152
multiplexers	1327	1327	0.268
-- path summary, 6_finish.rpt --
| kind | cells past startpoint | slack (ps) | end |
|---|---|---|---|
| max | 6 | 2000 | BusB[12] |
| min | 4 | 8340 | BusB[52] |
-- per-layer routing --
| layer | wire length, um | vias up | share of wire |
|---|---|---|---|
| li1 | - | 25000 | - |
| met1 | 97000 | 29000 | 0.32 |
| met2 | 143000 | 4007 | 0.47 |
| met3 | 54400 | 592 | 0.18 |
| met4 | 11200 | 27 | 0.036 |
| met5 | 1080 | - | 0.0035 |
-- cell usage in the layout (no fill, tap or decap), types with 64 or more instances in the layout --
| cell type | n |
|---|---|
| sky130_fd_sc_hd__conb_1 | 64 |
| sky130_fd_sc_hd__clkdlybuf4s50_1 | 198 |
| sky130_fd_sc_hd__o22ai_1 | 115 |
| sky130_fd_sc_hd__buf_4 | 229 |
| sky130_fd_sc_hd__a22oi_1 | 128 |
| sky130_fd_sc_hd__nand2_1 | 149 |
| sky130_fd_sc_hd__mux2i_1 | 374 |
| sky130_fd_sc_hd__inv_1 | 2100 |
| sky130_fd_sc_hd__mux4_2 | 945 |
| sky130_fd_sc_hd__edfxtp_1 | 2048 |
| sky130_fd_sc_hd__clkbuf_16 | 226 |
| sky130_fd_sc_hd__a21oi_1 | 75 |
-- final cells by class --
cell class	count	share of cell area
clock inverters	2235	0.0837
well taps	4140	0.0441
repair buffers	453	0.0354
flip-flops and latches	2048	0.524
diodes	5	0.000107
clock buffers	226	0.0482
multi-input cells	2250	0.264
inverters	2	0.000149
No activity file was given, so power comes from the tool's default toggle rates.
